--- config.mk ---
export PLATFORM = sky130hd
export DESIGN_NAME = regfile
export DESIGN_NICKNAME = regfile
export VERILOG_FILES = /design/flow/design.v
export SDC_FILE = /design/flow/constraint.sdc
export NUM_CORES = 4
export LEC_CHECK = 1
export CORE_UTILIZATION = 40
--- constraint.sdc ---
current_design regfile

set clk_period 24.2
set clk_io_pct 0.2

create_clock -name clk0 -period $clk_period [get_ports {clk}]

set non_clock_inputs [all_inputs -no_clocks]
set_input_delay [expr $clk_period * $clk_io_pct] -clock clk0 $non_clock_inputs
set_output_delay [expr $clk_period * $clk_io_pct] -clock clk0 [all_outputs]
--- design.v ---
`timescale 1ns / 1ps
module regfile(
        input wire clk, 
        input wire rst_n,  
        input wire write_enable, 
        input wire [31:0] rd_wdata, 
        input wire [4:0] rs1_addr, 
        input wire [4:0] rs2_addr, 
        input wire [4:0] rd_addr,
        output wire [31:0] rs1_rdata, 
        output wire [31:0] rs2_rdata
    );
    reg [31:0] regs [31:0]; 
    integer i; 
    always @(posedge clk) begin
        if(!rst_n) begin  
            for(i = 0; i < 32; i = i + 1) begin
                regs[i] <= 32'b0;
            end
        end else if (write_enable && (rd_addr != 5'd0)) begin  
            regs[rd_addr] = rd_wdata;
        end
    end
    assign rs1_rdata = (rs1_addr == 5'd0) ? 32'b0 : regs[rs1_addr]; 
    assign rs2_rdata = (rs2_addr == 5'd0) ? 32'b0 : regs[rs2_addr];
endmodule
--- run.sh ---
#!/bin/bash
# OpenROAD 26Q1-2900-gdf79404cd8, Yosys 0.63+post, stock flow scripts
make -C /OpenROAD-flow-scripts/flow DESIGN_CONFIG=/design/flow/config.mk WORK_HOME=/design/flow/orfs finish
==> metrics.yaml <==
post-route-drc-count: 0
startpoint_type_of_the_worst_setup_path: "input port"
portion_of_total_power_attributed_to_combinational_logic: 0.125
netSwitchingFraction: 0.2474
ys_warn_count: 1
netlist_area_um2: 54230
rows: 134
slew_viol_final: 0
rsz0062_at_grt: "no"
static-leakage-power_nw: 20.60
dr.pass1.iters: 5
max_cap_violation_count: 0
chipWidth_um: 370.2
seq_area_frac_synth: 0.5670
transition_time_of_the_tightest_slew_check_pin_ns: 1.195
postSynthRegisterBits: 1024
crit_slowest_cell: "sky130_fd_sc_hd__buf_4"
detail_route.iter0.violations: 2036
critical-path-top-cell-by-count: "sky130_fd_sc_hd__buf_4"
p_total_w: 0.004218
clk_transition_reported_paths_ns: 0.06
routed_wire_length_per_instance_um: 32.99
detail-route-antenna-nets: 0
max_flop_register: "regs"
worstPathBufferInverterCount: 6
synth_top_flop_cell: "sky130_fd_sc_hd__edfxtp_1"
fillers: 11270
post_cts.repair.setup_buffers: 0
slew_headroom: 0.1972
ys_cells: 3507
htree_levels: 3
async_reset_ff_frac: 0
routed_wl_um: 178100
cts_root_buffer: "sky130_fd_sc_hd__clkbuf_16"
clock_tree_from_tritoncts: "yes"
p_per_area_nw_per_um2: 69.13
common_cells: "sky130_fd_sc_hd__edfxtp_1 (1,024), sky130_fd_sc_hd__and2_1 (995), sky130_fd_sc_hd__mux4_2 (472)"
netSwitchingPower_w: 0.001044
synth-area-yosys_um2: 54230
finalSetupTns_ns: 0
finalNonFillerCells: 5398
crit_fanout: 44
grt_antenna_before_repair: 8
final_hold_viol_count: 0
place_inst: 5197
enable_flop_cells: 1024
criticalPathCategory: "in2out"
min_delay_path_depth: 2
slowest_delay_ns: 0.70
core_area_um2: 134000
run_status: "finished, final reports clean"
worstHoldEndpoint: "regs[17][0]$_SDFFCE_PN0P_"
clk_path_buf_depth: 3
largestRegisters: "regs: 1024 flops"
min-delay-path-class: "in2reg"
io_pins: 114
gp_congestion: 0.9082
post_synth_main_area_contributors: "sky130_fd_sc_hd__edfxtp_1 (57%), sky130_fd_sc_hd__mux4_2 (20%), sky130_fd_sc_hd__and2_1 (11%)"
grt_first_pass_wirelength_um: 254400
cpLargestDelayFamily: "buffers and inverters"
netlist-cell-type-count: 45
cts_num_sinks: 1024
global_route_total_overflow: 0
syn_inst: 3507
drt-vias-per-instance: 6.041
worstPathArrival_ns: 9.42
dieHeight_um: 370.2
ir_worst_vdd_mv: 0.06438
initial_core_util: 0.4048
grt_max_degree: 70
cts_buf_count: 109
critical_path.cell_chain: "buf_8 > buf_4 > buf_4 > buf_4 > mux4_2 > a22o_1 > a2111oi_0 > buf_4 > nor3_1 > clkdlybuf4s50_1"
critical_path.endpoint_type: "output pin"
seqPwrFrac: 0.497
timing.final.crit_period_ns: 14.26
buffer_ports.inserted: 113
internal_power_w: 0.003175
layout_worst_path_cycle_share: 0.5891
layout-area-overhead-vs-synth_pct: 12.51
max_clock_freq_mhz: 70.14
vias: 32610
global_route.usage.total: 0.2881
syn_avg_cell_area_um2: 15.46
largest_reg_flops: 1024
yosys.cell_count.top_type: "sky130_fd_sc_hd__edfxtp_1"
power.share.clock: 0.378
holdBufCountCts: 0
synth.largest_area_cell: "sky130_fd_sc_hd__edfxtp_1"
fraction_of_layout_cells_with_a_size_suffix_above_1: 0.2463
stage_log_warnings: 26
dpl.hpwl_um: 104300
post-synth-top-area-fraction: 0.5670
min-delay-start: "rst_n"
worst-endpoint-required_ns: 19.36
die_area_um2: 137100
first_global_vias: 35250
finalSetupViolCount: 0
ctsResizeCount: 0
[per-stage QoR]
stage | cell area (um^2) | utilization | hold slack [ns] | worst slack (ns)
2_1_floorplan | 54350 | - | 5.038 | 12.94
3_3_place_gp | 57690 | 0.4307 | 5.234 | 9.776
3_5_place_dp | 57690 | 0.4307 | 5.237 | 9.755
4_1_cts | 61010 | 0.4554 | 4.480 | 9.762
5_1_grt | 61010 | 0.4554 | 4.505 | 9.492
6_report | 61020 | 0.4555 | 4.529 | 9.943
[power by group through the flow]
| stage | Clock [W] | Combinational [W] | Sequential, W |
|---|---|---|---|
| finish | 0.00159 | 0.000527 | 0.00210 |
| global route | 0.00168 | 0.000551 | 0.00211 |
| CTS | 0.00161 | 0.000525 | 0.00210 |
[placed cells by master, fill, tap and decap left out, types with 9 or more instances in the layout]
| cell | count |
|---|---|
| sky130_fd_sc_hd__nor3_1 | 54 |
| sky130_fd_sc_hd__clkinv_2 | 18 |
| sky130_fd_sc_hd__a22o_1 | 51 |
| sky130_fd_sc_hd__mux2i_1 | 150 |
| sky130_fd_sc_hd__nor2_2 | 15 |
| sky130_fd_sc_hd__nand2_1 | 9 |
| sky130_fd_sc_hd__nor2_4 | 17 |
| sky130_fd_sc_hd__a2111oi_1 | 32 |
| sky130_fd_sc_hd__mux2_2 | 30 |
| sky130_fd_sc_hd__clkbuf_1 | 23 |
| sky130_fd_sc_hd__o22ai_1 | 103 |
| sky130_fd_sc_hd__o21ai_4 | 31 |
| sky130_fd_sc_hd__buf_4 | 166 |
| sky130_fd_sc_hd__edfxtp_1 | 1024 |
| sky130_fd_sc_hd__clkinv_1 | 35 |
| sky130_fd_sc_hd__a22oi_1 | 16 |
| sky130_fd_sc_hd__nor2b_1 | 12 |
| sky130_fd_sc_hd__conb_1 | 32 |
| sky130_fd_sc_hd__mux4_2 | 472 |
| sky130_fd_sc_hd__clkdlybuf4s50_1 | 104 |
| sky130_fd_sc_hd__and2_1 | 994 |
| sky130_fd_sc_hd__clkbuf_16 | 112 |
| sky130_fd_sc_hd__a21oi_1 | 12 |
| sky130_fd_sc_hd__a2111oi_0 | 23 |
[how the worst max path moves through the flow]
stage,start,endpoint,slack (ns),depth (start not counted)
4_1_cts,rs2_addr[0],rs2_rdata[2],9.76,10
5_1_grt,rs2_addr[0],rs2_rdata[2],9.49,10
6_report,rs2_addr[0],rs2_rdata[2],9.94,10
[layout make-up]
cell class | count | area [um^2] | share of cell area
Multi-Input combinational cell | 2122 | 22300 | 0.3655
Clock inverter | 62 | 427.9 | 0.007013
Clock buffer | 135 | 2889 | 0.04735
Antenna cell | 4 | 10.01 | 0.0001640
Inverter | 3 | 11.26 | 0.0001845
Tap cell | 1768 | 2212 | 0.03625
Sequential cell | 1024 | 30750 | 0.5039
Timing Repair Buffer | 280 | 2419 | 0.03964
[cell families (layout without fill, tap and decap cells)]
group,after synthesis,in the layout,synth area share
compound gates,290,290,0.03918
buf+inv,392,480,0.03410
flops,1024,1024,0.5670
mux,652,652,0.2299
other cells,1,36,0.00006915
simple gates,1148,1148,0.1297
[routing by layer]
layer | share of wire | vias to the layer above | wire [um] | track usage
met5 | 0.0033 | - | 593 | 0.02762
li1 | - | 13690 | - | -
met3 | 0.18 | 382 | 31640 | 0.2244
met2 | 0.45 | 2449 | 80690 | 0.4049
met4 | 0.039 | 26 | 7028 | 0.08892
met1 | 0.33 | 16070 | 58100 | 0.3465
Power is estimated from default activity; no workload was simulated.
