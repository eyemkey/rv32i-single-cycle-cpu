==> design/flow/design.v <==
`timescale 1ns / 1ps
module alu(
        input wire [31:0] a, 
        input wire [31:0] b, 
        input wire [3:0] op, 
        output reg [31:0] y, 
        output zero
    );
    localparam [3:0]
        ALU_ADD  = 4'd0,
        ALU_SUB  = 4'd1,
        ALU_AND  = 4'd2,
        ALU_OR   = 4'd3,
        ALU_XOR  = 4'd4, 
        ALU_SLL  = 4'd5, 
        ALU_SRL  = 4'd6,
        ALU_SRA  = 4'd7, 
        ALU_SLT  = 4'd8, 
        ALU_SLTU = 4'd9;
    wire [4:0] shamt = b[4:0]; 
    wire signed [31:0] a_s = a; 
    wire signed [31:0] b_s = b; 
    always @(*) begin
        case(op)
            ALU_ADD :  y = a + b;
            ALU_SUB :  y = a - b;
            ALU_AND :  y = a & b;
            ALU_OR  :  y = a | b;
            ALU_XOR :  y = a ^ b;
            ALU_SLL :  y = a << shamt;
            ALU_SRL :  y = a >> shamt;
            ALU_SRA :  y = a_s >>> shamt;           
            ALU_SLT :  y = (a_s < b_s) ? {{(31){1'b0}},1'b1} : {32{1'b0}};
            ALU_SLTU: y = (a   < b  ) ? {{(31){1'b0}},1'b1} : {32{1'b0}};
            default :  y = {32{1'b0}};
        endcase
    end
    assign zero = (y == 32'h00000000);
endmodule
==> design/flow/run.sh <==
#!/bin/bash
# OpenROAD 26Q1-2900-gdf79404cd8, Yosys 0.63+post, stock flow scripts
make -C /OpenROAD-flow-scripts/flow DESIGN_CONFIG=/design/flow/config.mk WORK_HOME=/design/flow/orfs finish
==> design/flow/config.mk <==
export PLATFORM = sky130hd
export DESIGN_NAME = alu
export DESIGN_NICKNAME = alu
export VERILOG_FILES = /design/flow/design.v
export SDC_FILE = /design/flow/constraint.sdc
export NUM_CORES = 4
export LEC_CHECK = 1
export CORE_UTILIZATION = 40
==> design/flow/constraint.sdc <==
current_design alu

set clk_period 27.3
set clk_io_pct 0.2

create_clock -name clk0 -period $clk_period

set non_clock_inputs [all_inputs -no_clocks]
set_input_delay [expr $clk_period * $clk_io_pct] -clock clk0 $non_clock_inputs
set_output_delay [expr $clk_period * $clk_io_pct] -clock clk0 [all_outputs]
==> GITHUB_STEP_SUMMARY <==
### Flow metrics

| Metric | Value |
|---|---|
| Sequential share of power | `0%` |
| CP Launch Point | `b[2]` |
| Main area contributors after synthesis | `mux4_2 (14%), ha_1 (13%), nand2_1 (6.0%), a21oi_1 (4.8%), o21ai_0 (4.8%)` |
| Hold Fails Final Rpt | `0` |
| Clock power frac | `0%` |
| Chip Area, Yosys | `9793 µm²` |
| Syn-to-layout area delta | `11.46%` |
| Hold Crit Class | `in -> out` |
| WP data arrival | `11130 ps` |
| Port bufs | `101` |
| Total area of sequential cells | `0 µm²` |
| RSZ-0062 raised after global routing | `false` |
| Largest net degree at the start of global routing | `51` |
| Initial antenna violation count | `1` |
| Slew Limit Fails | `0` |
| Area of the mapped netlist | `9793 µm²` |
| Fraction of layout cells with a size suffix above 1 | `10.32%` |
| PnR worst setup slack | `10710 ps` |
| Area of the core | `23750 µm²` |
| Setup bufs post-CTS | `0` |
| Clock buffer cells | `0` |
| Vias in the first global route | `11090` |
| Die Ht | `158.5 µm` |
| Top-area cell share | `14.49%` |
| Dpl cells | `1724` |
| Hold Crit Start | `op[0]` |
| Chip width | `158.5 µm` |
| 1st-iter DRT viols | `1375` |
| Tool Warnings | `98` |
| Dpl hpwl | `40790 µm` |
| Pwr Density | `21.76 nW/µm²` |
| Hold Path Cell Cnt | `8` |
| GP Congestion | `1.067` |
| Int Power | `0.00009137 W` |
| Comb area | `8891 µm²` |
| Most frequent cells after synthesis | `nand2_1 (156), nor2_1 (122), ha_1 (98)` |
| Global-route wire length before repair | `75270 µm` |
| Pre-CTS WS | `10850 ps` |
| Post-Syn Area per Cell | `7.071 µm²` |
| Initial Utilization | `41.23%` |
| # resized after CTS | `0` |
| Req. time, crit path | `21840 ps` |
| # setup viols final | `0` |
| Flop Count | `0` |
| Cells after Synth | `1385` |
| Outcome | `complete, no violations` |
| Crit path kind | `in -> out` |
| Gr usage total | `42.73%` |
| Startpoint class of the critical path | `input pin` |
| Total die size | `25110 µm²` |
| Net Sw Frac | `61.52%` |
| Min Clock Period, post-route | `16590 ps` |
| VDD IR-drop max | `0.01831 mV` |
| Comb power frac | `100.0%` |
| Cell Rows | `56` |
| Cycle use final | `60.77%` |
| Post-DRT Antenna Nets | `0` |
| Fmax | `60.28 MHz` |
| Total Negative Setup Slacks | `0 ps` |
| Post-synthesis sequential area ratio | `0%` |
| Fillers | `2451` |
| Hold EP | `y[20]` |
| Vias/cell | `6.979` |
| Max-slew headroom | `20.82%` |
| Cell Type Count | `92` |
| Count leader, synth | `nand2_1` |
| Hold-fix buffers at CTS | `0` |
| Net Sw Power | `0.0001461 W` |
| Warnings, synthesis | `1` |
| Vias | `12040` |
| Tightest Pin Transition | `1158 ps` |
| Worst setup EP type | `primary output` |
| Wire length per cell | `30.22 µm` |
| # IOs | `101` |
| Final Util | `45.95%` |
| DRC viols | `0` |
| Drt pass-1 iters | `6` |
| Final Non-Filler Cells | `1725` |
| Yosys stat cell total | `1385` |
| Overflow after GRT | `0` |
| Area leader, netlist | `mux4_2` |
| P_leak | `4.270 nW` |
| Hold slack final | `12150 ps` |
| Overall routed net length | `52120 µm` |
| Max-Cap Viols | `0` |
| Crit Path Max Fanout | `34` |
[cell type report]
type / instances / share of cell area, %
Multi-Input combinational cell: 1171 / 81.45
Tap cell: 319 / 3.657
Timing Repair Buffer: 137 / 11.53
Inverter: 97 / 3.336
Antenna cell: 1 / 0.02293
[critical path: stages]
cell	delay, ps
buf_2	580
inv_2	470
ha_1	600
nor2_1	100
o311ai_1	660
a31oi_1	300
o311ai_1	650
nand2_1	210
xnor2_1	170
a221o_1	360
nor4_1	470
nand4b_1	160
nand4bb_1	270
nor2b_1	160
clkdlybuf4s50_1	480
[worst max path at each step]
stage         endpoint  slack, ps  depth (start not counted)
CTS               zero      10830                         15
global route      zero      10380                         15
finish            zero      10710                         15
[logic make-up (layout without fill, tap and decap cells)]
group | count (synthesis) | in the layout | synth area share [%]
compound gates | 464 | 464 | 32.30
xor+xnor | 16 | 16 | 1.431
fa+ha+maj | 100 | 100 | 12.93
buf+inv | 214 | 234 | 9.531
mux | 109 | 109 | 20.06
other cells | 0 | 1 | 0
simple gates | 482 | 482 | 23.75
[power by group through the flow]
stage | Combinational (W) | Clock, W | Sequential [W]
6_report | 0.000237 | 0.00000000000206 | 0
5_1_grt | 0.000251 | 0 | 0
4_1_cts | 0.000230 | 0 | 0
[layer usage]
metal | vias up | track usage [%] | part of all wire (%)
li1 | 5327 | - | -
met1 | 5676 | 57.65 | 40
met2 | 877 | 65.16 | 43
met3 | 156 | 10.72 | 11
met4 | 2 | 18.18 | 5.5
met5 | - | 1.863 | 0.090
[cell usage in the layout (no fill, tap or decap), types with 7 or more instances in the layout]
| cell | netlist | routed |
|---|---|---|
| o221ai_1 | 12 | 12 |
| inv_1 | 94 | 94 |
| nand2_1 | 156 | 156 |
| and3_1 | 9 | 9 |
| a21o_1 | 10 | 10 |
| clkdlybuf4s50_1 | 0 | 96 |
| o21bai_1 | 7 | 7 |
| o21ai_0 | 93 | 93 |
| o31ai_1 | 12 | 12 |
| nor2_1 | 122 | 122 |
| o311ai_0 | 11 | 11 |
| nand2b_1 | 9 | 9 |
| mux4_2 | 63 | 63 |
| o22ai_1 | 15 | 15 |
| nor2b_1 | 22 | 22 |
| a21oi_1 | 94 | 94 |
| a31oi_1 | 30 | 30 |
| mux2_2 | 10 | 10 |
| a22oi_1 | 17 | 17 |
| o211ai_1 | 26 | 26 |
| a221oi_1 | 12 | 12 |
| or2_2 | 8 | 8 |
| nand3_1 | 30 | 30 |
| xnor2_1 | 14 | 14 |
| ha_1 | 98 | 98 |
| o21a_1 | 10 | 10 |
| a211o_1 | 8 | 8 |
| a2111oi_0 | 7 | 7 |
| a32oi_1 | 7 | 7 |
| buf_4 | 10 | 37 |
| a211oi_1 | 26 | 26 |
| mux2i_1 | 29 | 29 |
| or3_1 | 17 | 17 |
| nand4_1 | 13 | 13 |
| nor3_1 | 38 | 38 |
| and2_1 | 9 | 9 |
| nor4_1 | 17 | 15 |
[stage by stage]
stage | instance area [µm²] | power (W)
after CTS | 10910 | 0.0002303
final | 10920 | 0.0002375
after floorplan | 9793 | 0.0001396
after global placement | 10910 | 0.0002307
after global routing | 10910 | 0.0002514
after detailed placement | 10910 | 0.0002289
Power figures rest on the tool's default switching activity, not on a simulated workload.
